**design/flow/constraint.sdc**
```tcl
current_design PCadder

set clk_period 14.5
set clk_io_pct 0.2

create_clock -name clk0 -period $clk_period

set non_clock_inputs [all_inputs -no_clocks]
set_input_delay [expr $clk_period * $clk_io_pct] -clock clk0 $non_clock_inputs
set_output_delay [expr $clk_period * $clk_io_pct] -clock clk0 [all_outputs]
```
**design/flow/run.sh**
```bash
#!/bin/bash
# OpenROAD 26Q1-2900-gdf79404cd8, Yosys 0.63+post, stock flow scripts
make -C /OpenROAD-flow-scripts/flow DESIGN_CONFIG=/design/flow/config.mk WORK_HOME=/design/flow/orfs finish
```
**design/flow/config.mk**
```make
export PLATFORM = sky130hd
export DESIGN_NAME = PCadder
export DESIGN_NICKNAME = PCadder
export VERILOG_FILES = /design/flow/design.v
export SDC_FILE = /design/flow/constraint.sdc
export NUM_CORES = 4
export LEC_CHECK = 1
export CORE_AREA = 10 10 85 85
export DIE_AREA = 0 0 95 95
```
**design/flow/design.v**
```verilog
`timescale 1ns / 1ps
module PCadder(
    input [31:0] a, b,
    output [31:0] c
);
    assign c= a+b;
endmodule
```
==> impl_metrics.csv <==
group,metric,value,unit
worst_setup_path,path_class,"in2out",
finish,utilization,0.5027,
cts,cts_setup_buffers,0,
floorplanning,die_h,95,um
floorplanning,coreArea,5473,um^2
synthesis,syn_area,1744,um^2
routing,num_vias,2051,
cts,ctsResizeCount,0,
global_routing,grt_overflow,0,
job,cap_violations,0,
finish,nClkBuffers,0,
routing,drc,0,
worst_setup_path,crit_top_cell,"clkdlybuf4s50_1",
synthesis,ys_cells,241,
floorplanning,die_area,9025,um^2
floorplanning,fp.dieW,95,um
place,place_congestion,0.9245,
pwr,power_density,48.20,nW/um^2
sta,fmax,114.6,MHz
global_routing,grt_use_total,0.1232,
global_routing,grt_pass1_wl,9466,um
sta,period_needed,8.725,ns
sta,setup_viol,0,
synthesis,ys_seq_frac,0,
finish,n_fill_cell,565,
sta,final.setup.tns,0,ns
worst_setup_path,crit_path_start_kind,"input port",
routing,ant_nets,0,
sta,min_period_over_period,0.6017,
routing,routed_wl,5766,um
place,dpl_cell_area,2751,um^2
finish,combGateArea,1678,um^2
floorplanning,io-pin-count,96,
run_status,status,"completed",
global_routing,grt_pass1_vias,2030,
worst_setup_path,worstPathRequired,11.60,ns
pwr,leakagePower,1.176,nW
finish,lay_top_cells,"96 x clkdlybuf4s50_1, 31 x ha_1, 29 x a21oi_1, 19 x a21o_1, 18 x nand2_1",
finish,syn_to_final_growth,57.75,%
finish,drive_gt1_frac,0.03067,
synthesis,ys_area,1744,um^2
global_routing,grt_max_degree,11,
worst_setup_path,cp-end-kind,"primary output",
place,hpwl,5111,um
worst_setup_path,critPathSlowestCell,"clkdlybuf4s50_1",
sta,hold_viol,0,
global_routing,antenna_found_initial,0,
synthesis,syn_inst,241,
synthesis,syn_area_per_cell,7.237,um^2
sta,rsz0062_at_grt,"no",
finish,lay_top_count,"clkdlybuf4s50_1",
hold_path,min_path_type,"in2out",
routing,wl_per_cell,14.49,um
routing,dr.pass1.iters,4,
floorplanning,rows,27,
finish,seq_cells,0,
place,port_buffers,96,
routing,dr.first_iter.drc_count,35,
worst_setup_path,cp_cell_sequence,"clkdlybuf4s50_1, ha_1, fa_1, a21o_1, a31o_2, nand3_1, o221ai_1, a311oi_1, o21bai_1, xor2_1, clkdlybuf4s50_1",
worst_setup_path,max_stage_delay,0.50,ns
job,log.warning_count,32,
sta,maxSlewHeadroom,0.6310,
routing,diodes,0,
synthesis,ys_warn_count,0,
pwr,irDropWorstVdd,0.01920,mV
routing,viasPerCell,5.153,
sta,drv_slew,0,
floorplanning,fp-utilization,0.3187,
finish,design_area,2751,um^2
cts,cts_hold_buf,0,
worst_setup_path,worstPathArrival,5.82,ns
synthesis,yosysUniqueCellTypes,50,
worst_setup_path,worst-path-max-fanout,4,
sta,worst_pin_slew,0.5395,ns
pwr,total_power,0.1326,mW
finish,final-seq-area,0,um^2
-- power by group --
group / switching, mW / internal [mW]
Combinational: 0.0524 / 0.0802
Sequential: 0 / 0
Clock: 0 / 0
-- metal layers --
| metal | track usage | vias to the layer above | wire (um) | part of all wire |
|---|---|---|---|---|
| li1 | - | 1098 | - | - |
| met2 | 0.2100 | 53 | 2566 | 0.45 |
| met3 | 0.02644 | 0 | 452 | 0.078 |
| met4 | 0 | 0 | 0 | 0 |
| met1 | 0.1658 | 900 | 2747 | 0.48 |
| met5 | 0 | - | 0 | 0 |
-- stage by stage --
stage | std cells | worst slack [ns] | hold slack (ns)
6_report | 398 | 5.775 | 6.828
2_1_floorplan | 241 | 6.875 | 5.872
4_1_cts | 398 | 5.759 | 6.840
3_5_place_dp | 398 | 5.770 | 6.846
3_3_place_gp | 398 | 5.792 | 6.844
5_1_grt | 398 | 5.532 | 6.873
-- critical path: cells and delay by family --
family	cells	cell delay, ns
buffers and inverters	2	0.90
adders and majority gates	2	0.64
and+or+nand+nor	1	0.09
AOI/OAI and AO/OA	5	1.16
xor gates and xnor gates	1	0.13
-- logic make-up (layout without fill, tap and decap cells) --
family	after synthesis	count (layout)	synth area share
AOI/OAI and AO/OA	97	97	0.3931
xor gates and xnor gates	28	28	0.1406
adders and majority gates	32	32	0.2339
buffers and inverters	17	102	0.03802
muxes	2	2	0.01148
and+or+nand+nor	65	65	0.1829
-- final timing paths --
path | startpoint | end | cells after the start
worst max-delay path | a[0] | c[26] | 11
worst min-delay path | b[0] | c[0] | 3
-- area by class of cell --
class	instances	share of cell area
timing repair buffer	96	0.3492
tap	72	0.03274
multi-input combinational	224	0.6098
inverter	6	0.008186
-- cell usage after synthesis, types with 2 or more instances --
master    instances  share of area
a211oi_1          3          0.013
nor2_1           12          0.026
o21bai_1          4          0.017
a21oi_1          29          0.083
ha_1             31           0.22
or2_2             3          0.011
nor3_1            4          0.011
nand2b_1          2         0.0072
nand2_1          18          0.039
o211ai_1          3          0.013
mux2i_1           2          0.011
o311ai_1          2          0.010
nand3_1          10          0.029
a21o_1           19          0.082
a311oi_1          2          0.010
clkbuf_1          8          0.017
o21ai_0          13          0.037
buf_2             2         0.0057
nand4_1           8          0.029
xnor2_1          13          0.065
o221ai_1          2          0.010
a31oi_1           3          0.011
inv_1             6          0.013
o21a_1            2         0.0086
xor2_1           15          0.075
Power figures rest on the tool's default switching activity, not on a simulated workload.
