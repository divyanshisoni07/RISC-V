## config.mk

```make
export PLATFORM = sky130hd
export DESIGN_NAME = mux
export DESIGN_NICKNAME = mux
export VERILOG_FILES = /design/flow/design.v
export SDC_FILE = /design/flow/constraint.sdc
export NUM_CORES = 4
export LEC_CHECK = 1
export CORE_AREA = 10 10 70 70
export DIE_AREA = 0 0 80 80
```

## constraint.sdc

```tcl
current_design mux

set clk_period 1.0
set clk_io_pct 0.2

create_clock -name clk0 -period $clk_period

set non_clock_inputs [all_inputs -no_clocks]
set_input_delay [expr $clk_period * $clk_io_pct] -clock clk0 $non_clock_inputs
set_output_delay [expr $clk_period * $clk_io_pct] -clock clk0 [all_outputs]
```

## design.v

```verilog
`timescale 1ns / 1ps
module mux(
    input [31:0] a, b, 
    input s,
    output [31:0]c
    );
    assign c = (~s) ? a:b;
endmodule
```

## run.sh

```bash
#!/bin/bash
# OpenROAD 26Q1-2900-gdf79404cd8, Yosys 0.63+post, stock flow scripts
make -C /OpenROAD-flow-scripts/flow DESIGN_CONFIG=/design/flow/config.mk WORK_HOME=/design/flow/orfs finish
```

==> reports/results.tsv <==
metric	value	unit
status	finished, violations left	
violations	setup timing	
yosysSeqAreaShare	0	%
grt_setup_unrepaired	yes	
track_usage	7.87	%
p_sw	0.141	mW
internal_power	0.519	mW
ys_types	4	
crit_path_end_kind	output port	
min-delay-start	a[24]	
drt-vias-per-instance	3.80	
final_hold_viol_count	0	
coreArea	3420	um2
relSlewSlack	95.9	%
crit_type	input pin to output port	
min_period_over_period	118	%
initCoreUtil	15.9	%
dpl.hpwl	2400	um
netlist_area	544	um2
drc	0	
clkPwrFrac	0	%
ys_chip_area	544	um2
die_w	80	um
warning_count	34	
power_density	389	nW/um2
power_frac_seq	0	%
initialDrtViolationCount	4	
cts.hold.buffers_added	0	
die_height	80	um
area_delta_synth_final	212	%
holdWs	694	ps
layout_min_cycle_time	1180	ps
clockBufferCount	0	
ant_nets	0	
worst_setup_path_start_kind	input pin	
grt_max_degree	8	
topCellsByArea	mux2_4 (83%), buf_12 (11%), mux2_2 (4.1%), buf_6 (2.1%)	
hold_path.class	input pin to output port	
flop-count	0	
max_cap_violations	0	
leakage	0.990	nW
yosys-stat-cells	36	
swShare	21.3	%
std_cell_rows	21	
setup_viol	32	
gp_congestion	0.760	
final_max_slew_viol_count	0	
via_count	730	
synth_cells	36	
ir_worst_vdd	0.173	mV
whs_path_depth	3	
drive_gt1_share	56.2	%
design_area	1700	um2
fin_ws	-175	ps
gr-total-overflow	0	
yosysWarnings	0	
diodes	0	
seq_area	0	um2
largest_area_cell	mux2_4	
io_pins	97	
grt_pass1_vias	824	
io_buffers	97	
worst_slew_pin_slew	61.1	ps
arrival	980	ps
comb_power_share	100.0	%
die_area	6400	um2
fillers	327	
first_pass_iters	2	
utilization	49.7	%
path_max_fanout	7	
top_cell_area_share	82.8	%
min_to	c[24]	
grt_pass1_wl	4150	um
synth_area_per_cell	15.1	um2
wl_per_cell	14.8	um
fmax	0.851	GHz
final.setup.tns	-5030	ps
placed_cell_area	1540	um2
worstPathRequired	800	ps
drt_wl_total	2850	um
antenna_found_initial	0	
[cells by family after synthesis]
logic type	Yosys count	share of synthesized area [%]
buffers and inverters	4	13.1
multiplexers	32	86.9
[power groups by stage]
stage     clock (mW)  sequential, mW  combinational, mW
6_report           0               0              0.660
4_1_cts            0               0              0.644
5_1_grt            0               0              0.706
[worst max-delay path, stage by stage]
cell    delay [ps]
buf_12         110
buf_12         130
buf_8          120
mux2_4         300
buf_6          110
[cell usage after synthesis (all sizes together)]
cell,number
mux2,32
buf,4
[through the flow]
stage	worst slack (ps)	power [mW]	cells
2_1_floorplan	66.9	0.206	36
3_3_place_gp	-492	0.654	177
3_5_place_dp	-497	0.655	177
4_1_cts	-178	0.644	192
5_1_grt	-194	0.706	192
6_report	-175	0.660	192
[layout make-up]
cell class	instances	area [um2]	share of cell area, %
well taps	46	57.6	3.39
multi-input cells	32	480	28.3
repair buffers	114	1160	68.3
[repair_timing]
item,in CTS,in global routing
endpoints found under the setup margin,32,32
cloned,1,0
buffers inserted,14,0
resized,170,23
pin swaps,0,0
[per-layer routing]
layer,up-vias,track usage [%],part of all wire (%)
met2,51,14.3,49
met3,0,3.07,11
met5,-,0,0
met1,317,8.97,40
met4,0,0,0
li1,362,-,-
[layout by cell type, fill, tap and decap left out]
cell / instances
buf_6: 29
buf_12: 3
buf_4: 2
mux2_4: 32
dlygate4sd2_1: 40
buf_8: 3
buf_2: 12
clkdlybuf4s50_1: 10
dlymetal6s2s_1: 14
buf_16: 1
[worst max-delay path by stage]
stage	from	endpoint	slack [ps]	cells after the start
CTS	s	c[0]	-180	5
global route	s	c[31]	-190	5
finish	s	c[31]	-180	5
Power is estimated from default activity; no workload was simulated.
